`flow/run.sh`:
```
#!/bin/bash
# OpenROAD 26Q1-2900-gdf79404cd8, Yosys 0.63+post, stock flow scripts
make -C /OpenROAD-flow-scripts/flow DESIGN_CONFIG=/design/flow/config.mk WORK_HOME=/design/flow/orfs finish
```
`flow/design.v`:
```
`timescale 1ns / 1ps
module receiver(
    input wire clk,               
    input wire rst,               
    input wire rx_data,           
    output reg [7:0] led         
);
    reg [7:0] received_data;
    reg [31:0] counter = 0;
    reg [3:0] bit_index = 0;
    reg receiving = 0;
    always @(posedge clk or posedge rst) begin
        if (rst) begin
            counter <= 0;
            bit_index <= 0;
            received_data <= 0;
            led <= 0;
            receiving <= 0;
        end else begin
            if (!receiving && rx_data) begin   
                receiving <= 1;
                counter <= 0;
                bit_index <= 0;
            end else if (receiving) begin
                if (counter >= 10_000_000) begin   
                    counter <= 0;
                    if (bit_index < 8) begin
                        received_data[bit_index] <= rx_data;
                        bit_index <= bit_index + 1;
                    end else begin
                        if (!rx_data) begin   
                            led <= received_data;   
                        end
                        receiving <= 0;
                    end
                end else begin
                    counter <= counter + 1;
                end
            end
        end
    end
endmodule
```
`flow/constraint.sdc`:
```
current_design receiver

set clk_period 3.2
set clk_io_pct 0.2

create_clock -name clk0 -period $clk_period [get_ports {clk}]

set non_clock_inputs [all_inputs -no_clocks]
set_input_delay [expr $clk_period * $clk_io_pct] -clock clk0 $non_clock_inputs
set_output_delay [expr $clk_period * $clk_io_pct] -clock clk0 [all_outputs]
```
`flow/config.mk`:
```
export PLATFORM = sky130hd
export DESIGN_NAME = receiver
export DESIGN_NICKNAME = receiver
export VERILOG_FILES = /design/flow/design.v
export SDC_FILE = /design/flow/constraint.sdc
export NUM_CORES = 4
export LEC_CHECK = 1
export CORE_UTILIZATION = 30
```
==> run notes <==
yosys + openroad results -> Worst Path Class, Setup in -> reg, DR iter-0 viols 71, GRT Util Overall 0.112, pre-CTS setup slack 533 ps, critical path startpoint category primary input, total routed wirelength 4660 um, Area Overhead vs Synth 11.7%, period utilisation layout 0.721, CTS max path bufs 2, Die H 96.3 um, layout cells sized above 1 0.144, Filler cells 875, # setup viols final 0, clock buffer count from CTS 5, Worst Tran Pin Value 655 ps, Cell Type Count 49, flops out of synthesis 53, die area 9280 um^2, Log Warnings 30, Post-CTS Setup Bufs 0, Main logic family simple AND/OR/NAND/NOR gates, Critical Path RT 3390 ps, Syn. warnings 1, routability cong. 0.783, ys cells 260, vias per cell 4.87, Hold Buf Count CTS 0, core area 8680 um^2, grt total ovfl 0, CTS tree yes, I/O pin total 11, Basic Gates by Area 0.224, Mean Syn Cell Area 10.3 um^2, Initial Util 0.308, Avg WL per Cell 12.3 um, initial antenna violation count 0, Final Util 0.344, Mapped Cells 260, area of the mapped netlist 2670 um^2, minimum clock period 2310 ps, leakage power 0.00128 uW, number of remaining DRC errors 0, setup_tns 0 ps, Worst VDD drop 0.000259 V, Fmax achieved 0.433 GHz, crit-path max FO 10, Die Width 96.3 um, ys flop type dfrtp_1, Complex Gates by Area 0.0942, number of H-tree levels 2, first-pass GRT wire length 8110 um, yosys stat area 2670 um^2, status finished clean, crit end category register, mux frac, synth 0.0515, EDFF count, synth 0, pwr dens 607 nW/um^2, # clock sinks 53, diode count 0, TritonRoute pass-1 iters 4, row count 34, Adder Share, Synth 0.0281, CTS clk-pin slew, worst paths 100 ps, Fin Hold WS 498 ps, post-DP HPWL 3160 um, hold crit path type reg -> reg, final setup skew 11.0 ps, Clock Tree Root clkbuf_8, Final WS setup 893 ps, RSZ-0062 raised after global routing false, Hold Fails Final Rpt 0, xor+xnor area frac 0.0722, largest net degree at the start of global routing 29, via count 1845, sequential share of the synthesized area 0.497, Antenna Nets Post-Route 0, max_slew headroom 0.561, IO Port Bufs 10, post-cts repair resize count 0, asr flop ratio synth 1.00, vias in the first global route 1743, Latency at later pin 310 ps, Max-Cap Viols 0, Slew Limit Fails 0, Arr. time, crit path 2500 ps
-- registers in the layout, indices dropped and copies added (netlist names) --
register,flops
counter,32
receiving,1
received_data,8
led,8
bit_index,4
-- stage by stage --
| step | cells | power [uW] | cell area, um^2 |
|---|---|---|---|
| after floorplan | 260 | 1250 | 2670 |
| after global placement | 371 | 1410 | 2880 |
| after detailed placement | 371 | 1420 | 2880 |
| after CTS | 379 | 1840 | 2980 |
| after global routing | 379 | 1950 | 2980 |
| final | 379 | 1810 | 2980 |
-- power by group --
group	internal, uW	switching (uW)	total (uW)
registers	798	124	921
logic	251	229	480
clock network	166	243	408
-- cells in the mapped netlist, types with 2 or more instances --
cell | n | area (um^2)
dfrtp_1 | 53 | 1330
nor2_1 | 38 | 143
nand2_1 | 22 | 82.6
xor2_1 | 15 | 131
nand3_1 | 11 | 55.1
mux2_2 | 10 | 113
inv_1 | 9 | 33.8
o21ai_0 | 9 | 45.0
o31ai_1 | 7 | 52.6
xnor2_1 | 7 | 61.3
ha_1 | 6 | 75.1
clkbuf_1 | 5 | 18.8
nand4_1 | 5 | 31.3
nor3_1 | 5 | 25.0
a21oi_1 | 4 | 20.0
o211ai_1 | 4 | 30.0
a41oi_1 | 3 | 26.3
and2_1 | 3 | 18.8
and3_1 | 3 | 18.8
and4_1 | 3 | 26.3
buf_2 | 3 | 15.0
a31oi_1 | 2 | 12.5
buf_6 | 2 | 22.5
nor2b_1 | 2 | 12.5
nor3_2 | 2 | 20.0
nor4_1 | 2 | 12.5
o2111ai_1 | 2 | 17.5
or3_2 | 2 | 15.0
-- cells by family after synthesis --
kind of cell | after synthesis
compound gates | 36
fa+ha+maj | 6
simple gates | 112
buf+inv | 19
flops | 53
xor+xnor | 22
mux | 12
-- path summary, 6_finish.rpt --
check	startpoint	endpoint	slack, ps	cells past startpoint
min in group asynchronous	rst	led[2]$_DFFE_PP0P_	690	2
min	counter[2]$_DFFE_PP0P_	counter[2]$_DFFE_PP0P_	500	1
max in group asynchronous	rst	counter[27]$_DFFE_PP0P_	1960	3
max	rx_data	counter[25]$_DFFE_PP0P_	890	6
min reg2reg	counter[2]$_DFFE_PP0P_	counter[2]$_DFFE_PP0P_	500	1
max reg2reg	counter[18]$_DFFE_PP0P_	led[0]$_DFFE_PP0P_	980	5
-- layout by cell type (no fill, tap or decap), types with 2 or more instances in the layout --
cell type / instances
dfrtp_1: 53
nor2_1: 38
nand2_1: 22
xor2_1: 15
nand3_1: 11
mux2_2: 10
clkdlybuf4s50_1: 10
o21ai_0: 9
inv_1: 8
o31ai_1: 7
xnor2_1: 7
ha_1: 6
nand4_1: 5
nor3_1: 5
clkbuf_8: 5
a21oi_1: 4
o211ai_1: 4
and2_1: 3
and4_1: 3
and3_1: 3
a41oi_1: 3
o2111ai_1: 2
nor4_1: 2
nor3_2: 2
nor2b_1: 2
or3_2: 2
a31oi_1: 2
inv_6: 2
buf_4: 2
-- area by class of cell --
class | count | area [um^2] | area share
sequential | 53 | 1330 | 0.445
multi-input combinational | 188 | 1250 | 0.420
timing repair buffer | 13 | 135 | 0.0453
tap | 108 | 135 | 0.0453
clock buffer | 5 | 68.8 | 0.0231
inverter | 9 | 33.8 | 0.0113
clock inverter | 3 | 28.8 | 0.00965
-- critical path, stage by stage --
cell,delay [ps]
clkdlybuf4s50_1,670
o2111ai_1,280
nor4_4,510
nand3_1,180
xor2_1,160
nor2_1,50
-- routing by layer --
metal  track usage  routed length [um]  vias to the layer above
met5             0                   0                        -
met4       0.00980                  15                        0
li1              -                   -                      936
met3        0.0193                 111                        2
met2         0.178                2090                       20
met1         0.170                2440                      887
No activity file was given, so power comes from the tool's default toggle rates.
