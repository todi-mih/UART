==> flow/design.v <==
`timescale 1ns / 1ps
module transmitter(
    input wire clk,               
    input wire rst,               
    output reg tx_data,           
    output reg [7:0] led         
);
    reg [7:0] data_to_send = 8'b10110011;   
    reg [31:0] counter = 0;
    reg [3:0] bit_index = 0;
    reg sending = 0;
    localparam SHOW = 1'b0;
    localparam TRANSMIT = 1'b1;
    reg state = SHOW;
    always @(posedge clk or posedge rst) begin
        if (rst) begin
            counter <= 0;
            bit_index <= 0;
            tx_data <= 0;
            led <= 0;
            state <= SHOW;
            sending <= 0;
        end else begin
            case (state)
                SHOW: begin
                    led <= data_to_send;
                    if (counter >= 100_000_000) begin   
                        state <= TRANSMIT;
                        counter <= 0;
                    end else begin
                        counter <= counter + 1;
                    end
                end
                TRANSMIT: begin
                    if (!sending) begin
                        tx_data <= 1;   
                        sending <= 1;
                        counter <= 0;
                    end else if (counter >= 10_000_000) begin   
                        counter <= 0;
                        if (bit_index < 8) begin
                            tx_data <= data_to_send[bit_index];
                            bit_index <= bit_index + 1;
                        end else begin
                            tx_data <= 0;   
                            state <= SHOW;
                            bit_index <= 0;
                            sending <= 0;
                        end
                    end else begin
                        counter <= counter + 1;
                    end
                end
            endcase
        end
    end
endmodule
==> flow/run.sh <==
#!/bin/bash
# OpenROAD 26Q1-2900-gdf79404cd8, Yosys 0.63+post, stock flow scripts
make -C /OpenROAD-flow-scripts/flow DESIGN_CONFIG=/design/flow/config.mk WORK_HOME=/design/flow/orfs finish
==> flow/config.mk <==
export PLATFORM = sky130hd
export DESIGN_NAME = transmitter
export DESIGN_NICKNAME = transmitter
export VERILOG_FILES = /design/flow/design.v
export SDC_FILE = /design/flow/constraint.sdc
export NUM_CORES = 4
export LEC_CHECK = 1
export CORE_UTILIZATION = 40
==> flow/constraint.sdc <==
current_design transmitter

set clk_period 6.0
set clk_io_pct 0.2

create_clock -name clk0 -period $clk_period [get_ports {clk}]

set non_clock_inputs [all_inputs -no_clocks]
set_input_delay [expr $clk_period * $clk_io_pct] -clock clk0 $non_clock_inputs
set_output_delay [expr $clk_period * $clk_io_pct] -clock clk0 [all_outputs]
==> results.cfg <==
; implementation run metrics
[sta]
timing.final.hold_violations = 0
hold_slack_ns = 0.525
max_slew_margin = 0.443
layout_min_cycle_time_ns = 2.41
timing.fmax_mhz = 416
slew_viol_final = 0
setup_violations = 0
fin_ws_ns = 3.59
rsz0062_at_grt = false
finClkSkew_ns = 0.00655
finalCritPeriodShare = 0.401
fin_tns_setup_ns = 0
tightest_slew_ns = 0.829

[power_and_ir_drop]
power_mw = 0.688
ir_drop_mv = 0.133
p_leak_nw = 0.907
p_per_area_nw_per_um2 = 288

[clocking]
cts_setup_buffers = 0
clk_path_buf_depth = 2
cts_tree = yes
cts.sinks = 40
clock_latency_ns = 0.29
htreeDepth = 2
cts_root_buf = clkbuf_8
cts_buffers = 5
cts_hold_buf = 0
clk_pin_slew_ns = 0.09
post_cts_resized = 0

[critical_path]
r2r-start = counter[12]
cpMaxStageDelayCell = clkdlybuf4s50_1
timing.critical_path.from_type = register
crit_required_ns = 4.80
worstPathMaxFanout = 6
critPathTopFamily = buffers and inverters
path_cells = clkdlybuf4s50_1
worst_path_largest_cell_delay_ns = 0.49
worst_ep_arrival_time_ns = 1.21
critical_path_buf_inv_count = 1
path_class = reg2out
end_kind = output port
startpoint = led[0]

[die]
die_w_um = 75.5
die_h_um = 75.5
die_area_um2 = 5700
fp_util = 0.420
num_rows = 26
fp.coreArea_um2 = 5140
io_pins = 11

[place]
place_area_um2 = 2270
gp_congestion = 0.841
place_inst = 293
pre_cts_slack_ns = 3.69
portBuffers = 7
dp_hpwl_mm = 2.69

[route]
dr.pass1.iters = 4
drtAntennaViolNets = 0
totalWireLength_mm = 4.08
antenna-diode-count = 0
post_drt_via_cell_ratio = 5.25
vias = 1580
remaining_drc_errors = 0
drtIter0Drc = 82
wl_per_cell_um = 13.5

[yosys]
avgSynthCellArea_um2 = 9.68
synthArstFlopShare = 1.00
yosysTopAreaCell = dfrtp_1
synth-edff-count = 0
synth_top_cell_by_count = dfrtp_1
ys_cells = 223
synth_top_area_share = 0.463
synth.yosys.warnings = 1
ys_types = 42
synth_area_um2 = 2160
numSynthFlops = 40
synthTopCellsByCount = dfrtp_1, a21oi_1, xnor2_1
synthCells = 223
ys_seq_share = 0.463
flop_cell = dfrtp_1
yosys-stat-area_um2 = 2160
synthTopCellsByArea = dfrtp_1, a21oi_1, xnor2_1

[grt]
grt_overflow = 0
grt_pass1_wl_mm = 7.18
track_usage = 0.166
antenna_found_initial = 0
grt_max_degree = 41
grt_pass1_vias = 1527

[cells_and_area]
final_cells = 301
area_growth_syn_to_layout_pct = 10.4
fillers = 504
stdcell_area_um2 = 2380
drive_gt1_frac = 0.0866
post-route-util = 0.464

[worst_hold_path]
min_from = state
hold_class = reg2reg

[flow_run]
drv_cap = 0
log.warning_count = 28

[run_status]
status = finished, final reports clean
==> sequential cells by signal, indices dropped and copies added (netlist names) <==
signal     flops
counter       32
bit_index      4
led            1
sending        1
state          1
tx_data        1
==> placed cells by master, fill, tap and decap left out, types with 2 or more instances in the layout <==
master / count
dfrtp_1: 40
nor2_1: 11
and2_1: 2
nor4b_1: 2
and4_1: 3
nand3_1: 9
a21boi_0: 2
clkbuf_8: 5
a21oi_1: 30
nor4_1: 5
nor3_1: 10
mux2_4: 2
buf_4: 2
clkdlybuf4s50_1: 7
ha_1: 4
xnor2_1: 13
xor2_1: 12
inv_1: 11
conb_1: 8
nand4_1: 12
nand2_1: 12
o21ai_0: 6
or2_2: 2
==> metal layers <==
layer  share of wire  vias up  track usage  wire length, µm
met5               0        -            0                0
met2            0.45       21        0.259             1820
met3           0.026        4       0.0308              105
met4           0.011        0       0.0206               44
li1                -      788            -                -
met1            0.52      767        0.259             2110
==> final cells by class <==
cell class              instances  area, µm²  share of cell area
clock inverters                 3       46.3              0.0194
repair buffers                  9       85.1              0.0357
inverters                      11       41.3              0.0173
clock buffers                   5       68.8              0.0289
flip-flops and latches         40       1000               0.420
multi-input cells             163       1050               0.442
well taps                      70       87.6              0.0367
==> worst paths after layout <==
| check | endpoint | slack, ns | cells after the start |
|---|---|---|---|
| hold reg to reg | led[0] | 0.52 | 1 |
| hold / removal | led[0] | 0.52 | 1 |
| min in group asynchronous | counter[2] | 1.32 | 3 |
| setup / recovery | led[0] | 3.59 | 1 |
| max in group asynchronous | counter[31] | 4.34 | 3 |
| setup reg to reg | counter[1] | 3.63 | 5 |
==> cell families (layout without fill, tap and decap cells) <==
group | after synthesis | in the layout | share of synthesized area
buffers and inverters | 27 | 28 | 0.0631
adders and majority gates | 4 | 4 | 0.0232
and+or+nand+nor | 75 | 75 | 0.194
other | 1 | 8 | 0.00174
muxes | 4 | 4 | 0.0238
DFF | 40 | 40 | 0.463
AOI/OAI and AO/OA | 47 | 47 | 0.130
xor gates and xnor gates | 25 | 25 | 0.101
==> power breakdown <==
| group | total (mW) | switching [mW] | internal (mW) |
|---|---|---|---|
| Combinational | 0.139 | 0.0614 | 0.0780 |
| Sequential | 0.322 | 0.0268 | 0.296 |
| Clock | 0.226 | 0.101 | 0.125 |
| Total | 0.688 | 0.189 | 0.499 |
No activity file was given, so power comes from the tool's default toggle rates.
